**design.v**
```verilog
module avalon_accel(
  input  clk,
  input  reset_n,
  input         avs_write,
  input  [31:0] avs_writedata,
  output [31:0] avs_readdata,
  input  [4:0]  avs_address,
  output        avm_write,
  output        avm_read,
  input         avm_waitrequest,
  output [31:0] avm_writedata,
  input  [31:0] avm_readdata,
  output [31:0] avm_address,
  output  irq
);
logic[31:0] R[0:7];
wire[3:0][31:0] key_reg  = {R[3],R[2],R[1],R[0]};
wire[31:0]      src_addr_reg = R[4];
wire[31:0]     dest_addr_reg = R[5];
wire[31:0]       num_blk_reg = R[6];
wire[31:0]          ctrl_reg = R[7];
wire start_dma = ctrl_reg; 
always_ff@(posedge clk or negedge reset_n)
  if(!reset_n)
    for(int i=0; i<8;i++)
      R[i] <= '0;
  else if(avs_write)
      R[avs_address[4:2]] <= avs_writedata;
assign avs_readdata = R[avs_address[4:2]];
logic start;
logic eoc;
logic [63:0] plaintext;
logic [63:0] ciphertext;
present present_inst (
          .clk(clk),
          .nrst(reset_n),
          .start(start),
          .eoc(eoc),
          .plaintext(plaintext),
          .key(key_reg),
          .ciphertext(ciphertext)
);
enum logic[2:0] { I, R1, R2, C, W1, W2, E } state;
logic[31:0] count;
logic[31:0] src_addr;
logic[31:0] dest_addr;
always_ff@(posedge clk or negedge reset_n)
if(!reset_n)
begin
  state <= I;
  count <= 0;
  start <= 0;
  src_addr <= 0;
  dest_addr <= 0;
  plaintext <= 0;
end
else
  case (state)
  I:  if (start_dma == 1)
      begin
        count <= 0;
        state <= R1;
        src_addr <= src_addr_reg;
        dest_addr <= dest_addr_reg;
      end
      else
        state <= I;
  R1: if (!avm_waitrequest)
      begin
        plaintext[31:0] <= avm_readdata;
        state <= R2;
        src_addr <= src_addr + 4;
        count <= count + 1;
      end
      else
        state <= R1;
  R2: if (!avm_waitrequest)
      begin
        plaintext[63:32] <= avm_readdata; 
        state <= C;
        start <= 1;
        src_addr <= src_addr + 4;
      end
      else
        begin
        state <= R2;
        end
  C:  begin
      if (start)
        start <= 0;
      if (eoc)
      begin
        state <= W1;
      end
      else
        state <= C;
      end
  W1: if (!avm_waitrequest)
      begin
        state <= W2;
        dest_addr <= dest_addr + 4;
      end
      else
        state <= W1;
  W2: if (!avm_waitrequest)
      begin
        if (count == num_blk_reg)  
          state <= E;
        else
          state <= R1;
        dest_addr <= dest_addr + 4;
      end
      else
        state <= W2;
  E:  if (ctrl_reg == 0)
        state <= I;
      else
        state <= E;
  default:
      state <= I;
  endcase
assign irq = (state == E) ? 1 : 0;
assign avm_read = ((state == R1) || (state == R2)) ? 1 : 0;
assign avm_address = ((state == R1) || (state == R2)) ? src_addr : dest_addr;
assign avm_write = ((state == W1) || (state == W2)) ? 1 : 0;
assign avm_writedata = (state == W1)? ciphertext[31:0] : ciphertext[63:32];  
endmodule
module present(
  input clk,
  input nrst,
  input start,
  output eoc,
  input [63:0] plaintext,
  input [127:0] key,
  output[63:0] ciphertext
);
reg  [127:0] kreg;  
reg  [63:0] dreg;  
reg  [4:0] round;  
wire [63:0] dat1, dat2, dat3;  
wire [127:0] kdat1, kdat2;  
assign dat1 = dreg ^ kreg[127:64];  
assign ciphertext = dat1;  
assign eoc = (round == 0) ? 1 : 0;
assign kdat1 = {kreg[66:0], kreg[127:67]};  
assign kdat2[61:0] = kdat1[61:0];
assign kdat2[66:62] = kdat1[66:62] ^ round;  
assign kdat2[127:67] = kdat1[127:67];
genvar i;
generate
    for (i=0; i<64; i=i+4) 
    begin: sbox_loop
       present_sbox USBOX( .odat(dat2[i+3:i]), .idat(dat1[i+3:i]) );
    end
endgenerate
present_pbox UPBOX( .odat(dat3), .idat(dat2) );
present_sbox USBOXKE2( .odat(kdat2[123:120]), .idat(kdat1[123:120]) );
present_sbox USBOXKE1( .odat(kdat2[127:124]), .idat(kdat1[127:124]) );
always @(posedge clk)
begin
   if (start)
      dreg <= plaintext;
   else if (!eoc)
      dreg <= dat3;
end
always @(posedge clk)
begin
   if (start)
      kreg <= key;
   else if (!eoc)
      kreg <= kdat2;
end
always @(posedge clk)
begin
   if (start)
      round <= 1;
   else if (!eoc)
      round <= round + 1;
end
endmodule
module present_pbox(
   output [63:0] odat,
   input  [63:0] idat
);
assign odat[0 ] = idat[0 ];
assign odat[16] = idat[1 ];
assign odat[32] = idat[2 ];
assign odat[48] = idat[3 ];
assign odat[1 ] = idat[4 ];
assign odat[17] = idat[5 ];
assign odat[33] = idat[6 ];
assign odat[49] = idat[7 ];
assign odat[2 ] = idat[8 ];
assign odat[18] = idat[9 ];
assign odat[34] = idat[10];
assign odat[50] = idat[11];
assign odat[3 ] = idat[12];
assign odat[19] = idat[13];
assign odat[35] = idat[14];
assign odat[51] = idat[15];
assign odat[4 ] = idat[16];
assign odat[20] = idat[17];
assign odat[36] = idat[18];
assign odat[52] = idat[19];
assign odat[5 ] = idat[20];
assign odat[21] = idat[21];
assign odat[37] = idat[22];
assign odat[53] = idat[23];
assign odat[6 ] = idat[24];
assign odat[22] = idat[25];
assign odat[38] = idat[26];
assign odat[54] = idat[27];
assign odat[7 ] = idat[28];
assign odat[23] = idat[29];
assign odat[39] = idat[30];
assign odat[55] = idat[31];
assign odat[8 ] = idat[32];
assign odat[24] = idat[33];
assign odat[40] = idat[34];
assign odat[56] = idat[35];
assign odat[9 ] = idat[36];
assign odat[25] = idat[37];
assign odat[41] = idat[38];
assign odat[57] = idat[39];
assign odat[10] = idat[40];
assign odat[26] = idat[41];
assign odat[42] = idat[42];
assign odat[58] = idat[43];
assign odat[11] = idat[44];
assign odat[27] = idat[45];
assign odat[43] = idat[46];
assign odat[59] = idat[47];
assign odat[12] = idat[48];
assign odat[28] = idat[49];
assign odat[44] = idat[50];
assign odat[60] = idat[51];
assign odat[13] = idat[52];
assign odat[29] = idat[53];
assign odat[45] = idat[54];
assign odat[61] = idat[55];
assign odat[14] = idat[56];
assign odat[30] = idat[57];
assign odat[46] = idat[58];
assign odat[62] = idat[59];
assign odat[15] = idat[60];
assign odat[31] = idat[61];
assign odat[47] = idat[62];
assign odat[63] = idat[63];
endmodule
module present_sbox (
   output reg [3:0] odat,
   input      [3:0] idat
);
always @(idat)
    case (idat)
        4'h0 : odat = 4'hC;
        4'h1 : odat = 4'h5;
        4'h2 : odat = 4'h6;
        4'h3 : odat = 4'hB;
        4'h4 : odat = 4'h9;
        4'h5 : odat = 4'h0;
        4'h6 : odat = 4'hA;
        4'h7 : odat = 4'hD;
        4'h8 : odat = 4'h3;
        4'h9 : odat = 4'hE;
        4'hA : odat = 4'hF;
        4'hB : odat = 4'h8;
        4'hC : odat = 4'h4;
        4'hD : odat = 4'h7;
        4'hE : odat = 4'h1;
        4'hF : odat = 4'h2;
    endcase
endmodule
```
**run.sh**
```bash
#!/bin/bash
# OpenROAD 26Q1-2900-gdf79404cd8, Yosys 0.63+post, stock flow scripts
make -C /OpenROAD-flow-scripts/flow DESIGN_CONFIG=/design/flow/config.mk WORK_HOME=/design/flow/orfs finish
```
**config.mk**
```make
export PLATFORM = sky130hd
export DESIGN_NAME = avalon_accel
export DESIGN_NICKNAME = avalon_accel
export VERILOG_FILES = /design/flow/design.v
export SDC_FILE = /design/flow/constraint.sdc
export NUM_CORES = 4
export LEC_CHECK = 1
export CORE_UTILIZATION = 40
```
**constraint.sdc**
```tcl
current_design avalon_accel

set clk_period 22.1
set clk_io_pct 0.2

create_clock -name clk0 -period $clk_period [get_ports {clk}]

set non_clock_inputs [all_inputs -no_clocks]
set_input_delay [expr $clk_period * $clk_io_pct] -clock clk0 $non_clock_inputs
set_output_delay [expr $clk_period * $clk_io_pct] -clock clk0 [all_outputs]
```
==> results.json <==
{
  "status": "did not finish",
  "stop_stage": "1_2_yosys",
  "stop_error": "ERROR: Found 8 problems in 'check -assert'.",
  "synth.area.top_cells": "dfrtp_1 32%, edfxtp_1 18%, mux2_2 17%",
  "top_cells_by_count": "493 x mux2_2, 423 x dfrtp_1, 239 x nand2_1",
  "logic_family": "multiplexers",
  "ys_seq_share_pct": 50.7,
  "mux_share_pct": 23.0,
  "synth_flops": 629,
  "yosysUniqueCellTypes": 77,
  "yosys_cells": 2738,
  "ys_sh_xor_pct": 3.71,
  "top_area_cell": "dfrtp_1",
  "most_common_cell": "mux2_2",
  "ys_sh_aoi_pct": 7.80,
  "synthFlopType": "dfrtp_1",
  "synth-async-reset-ratio_pct": 67.4,
  "top_area_share_pct": 32.2,
  "edf_count": 192,
  "synth_warnings": 4,
  "ys_sh_adder_pct": 3.62,
  "simple_gate_area_share_pct": 8.43,
  "ys_area_um2": 32800
}
cell families after synthesis:
logic type,Yosys count
xor+xnor,139
fa+ha+maj,95
mux,622
compound gates,421
simple gates,598
flops,629
buf+inv,234
